===== ./config.mk =====
export PLATFORM = sky130hd
export DESIGN_NAME = sdd_gen
export DESIGN_NICKNAME = sdd_gen
export VERILOG_FILES = /design/flow/design.v
export SDC_FILE = /design/flow/constraint.sdc
export NUM_CORES = 4
export LEC_CHECK = 1
export CORE_AREA = 10 10 97 97
export DIE_AREA = 0 0 107 107

===== ./constraint.sdc =====
current_design sdd_gen

set clk_period 2.7
set clk_io_pct 0.2

create_clock -name clk0 -period $clk_period [get_ports {clk}]

set non_clock_inputs [all_inputs -no_clocks]
set_input_delay [expr $clk_period * $clk_io_pct] -clock clk0 $non_clock_inputs
set_output_delay [expr $clk_period * $clk_io_pct] -clock clk0 [all_outputs]

===== ./design.v =====
`timescale 1ns / 1ps
module sdd_gen(
                input [31:0] numStorage,
                input clk,
                input rst,
                output reg [6:0] a_to_g,
                output reg [7:0] an,
                output wire dp
              );
assign dp  = 1'b1; 
wire [2:0] s;
wire [7:0] aen;
reg [19:0] clkdiv; 
reg [3:0] digit;
assign s = clkdiv[19:17]; 
assign aen = 8'b11111111; 
    always@(posedge clk or posedge rst)
        begin 
            if (rst)
                clkdiv <= 0;
            else 
                clkdiv <= clkdiv+1; 
        end 
            always@(aen, s)
                begin 
                    an = 8'b11111111; 
                    if(aen[s] == 1)
                        an[s] = 0;
                end 
            always@(s, numStorage)
               begin 
                case(s)
                    0: digit = numStorage[3 : 0]; 
                    1: digit = numStorage[7 : 4];
                    2: digit = numStorage[11: 8];
                    3: digit = numStorage[15:12]; 
                    4: digit = numStorage[19:16];
                    5: digit = numStorage[23:20];
                    6: digit = numStorage[27:24];
                    7: digit = numStorage[31:28];
              default: digit = 4'bZZZZ;     
                endcase
              end 
always@(digit)
    begin 
        case(digit)
                0: a_to_g = 7'b0000001;
                1: a_to_g = 7'b1001111;
                2: a_to_g = 7'b0010010;
                3: a_to_g = 7'b0000110;
                4: a_to_g = 7'b1001100;
                5: a_to_g = 7'b0100100;
                6: a_to_g = 7'b0100000;
                7: a_to_g = 7'b0001111;
                8: a_to_g = 7'b0000000;
                9: a_to_g = 7'b0000100;
              'hA: a_to_g = 7'b0001000;
              'hB: a_to_g = 7'b1100000;
              'hC: a_to_g = 7'b0110001;
              'hD: a_to_g = 7'b1000010;
              'hE: a_to_g = 7'b0110000;
              'hF: a_to_g = 7'b0111000;
          default: a_to_g = 7'bZZZZZZZ;
        endcase 
    end             
endmodule

===== ./run.sh =====
#!/bin/bash
# OpenROAD 26Q1-2900-gdf79404cd8, Yosys 0.63+post, stock flow scripts
make -C /OpenROAD-flow-scripts/flow DESIGN_CONFIG=/design/flow/config.mk WORK_HOME=/design/flow/orfs finish

==> results_dict.tcl <==
# flow metrics
set metrics [dict create \
    status "finished with violations" \
    violations "negative setup slack" \
    hpwl_um 3290 \
    async_reset_ff_frac 1.00 \
    ys_cells 162 \
    crit_fanout 5 \
    cp_num_buf_inv 4 \
    leakagePower_nw 1.17 \
    antenna_left 0 \
    avgSynthCellArea_um2 9.75 \
    route.detailed.drc 0 \
    yosys_warnings 3 \
    path_clk_slew_ns 0.07 \
    hold_viol 0 \
    rsz0062_at_grt "true" \
    n_antenna_cell 0 \
    edf_count 0 \
    fmax_mhz 338 \
    ff_type "dfrtp_1" \
    ctsRootBufferMaster "clkbuf_8" \
    numClockSinks 20 \
    period_used_share 1.10 \
    fin_cells 356 \
    ys_area_um2 1580 \
    first_iter_violations 68 \
    skew_ns 0.00126 \
    io_pins 50 \
    required_ns 2.16 \
    hold_class "flip-flop to flip-flop" \
    dp_cells 328 \
    power.density_nw_per_um2 234 \
    floorplan.core_util 0.217 \
    yosysSeqAreaShare 0.317 \
    cts_buffer_depth 2 \
    cts_hold_buf 0 \
    synth_area_um2 1580 \
    fp.dieH_um 107 \
    slew_viol_final 0 \
    start_kind "flip-flop" \
    synthCells 162 \
    coreArea_um2 7290 \
    drt_wl_total_um 4600 \
    slew_headroom 0.496 \
    drv_cap 0 \
    gp_congestion 0.781 \
    tool_warnings 34 \
    crit_arrival_ns 2.42 \
    wl_per_cell_um 12.9 \
    viasPerCell 4.26 \
    grt_pass1_wl_um 7460 \
    ys_ff 20 \
    num_vias 1515 \
    grt_util_all_layers 0.0769 \
    finalWorstSetupSlack_ns -0.262 \
    chipWidth_um 107 \
    cp_slowest_cell "dfrtp_2" \
    crit_chain "ha_4 > or3_4 > buf_6 > nand4_1 > o21a_4 > buf_6 > inv_4 > ha_4 > mux2i_2 > o22ai_2 > buf_2" \
    antenna_found_initial 0 \
    top_register "clkdiv" \
    reg_top3 "clkdiv: 20 flops" \
    total_power_mw 0.653 \
    grt_max_degree 21 \
    irDropWorstVdd_mv 0.422 \
    htreeDepth 1 \
    end_kind "output port" \
    path_class "flip-flop to output port" \
    grt_overflow 0 \
    cts_inserted_buffers 3 \
    syn2layout_area_growth_pct 76.8 \
    synth_cell_type_count 39 \
    clkLatencyLatePin_ns 0.25 \
    dieArea_um2 11400 \
    firstDrtPassIters 4 \
    crit_family "simple AND/OR/NAND/NOR gates" \
    worstMarginPinSlew_ns 0.755 \
    cts_tree "built" \
    row_count 31 \
    grt_pass1_vias 1498 \
    io_buffers 48 \
    cp_slowest_stage_delay_ns 0.45 \
    largest_register_ffs 20 \
    drive_gt1_frac 0.428 \
    post-route-min-period_ns 2.96 \
    setup_viol 7 \
]
==> timing repair <==
action                     CTS  global route
pin swaps                   16            12
setup endpoints to repair    7             7
resized                     72            22
setup buffers               24             2
==> placed cells by master, fill, tap and decap left out, types with 4 or more instances in the layout <==
master           Yosys  layout
mux2i_1              7       5
inv_1               11       6
buf_4                1      36
buf_2                1       7
clkdlybuf4s50_1      0      37
a22oi_2              1       5
dfrtp_1             20      18
ha_4                 0       9
mux2_2               6       4
xnor2_1             18      18
nor2_1               9       8
nand3_1             13      12
nand2_1             14      14
buf_6                4      15
==> synth_stat cells (2+ instances only) <==
cell type	number	share of area
a21oi_1	4	0.013
a22oi_1	5	0.024
a31oi_4	2	0.027
and2_1	3	0.012
and3_1	3	0.012
buf_6	4	0.029
dfrtp_1	20	0.32
ha_1	12	0.095
inv_1	11	0.026
mux2_2	6	0.043
mux2i_1	7	0.044
nand2_1	14	0.033
nand2b_1	2	0.0079
nand3_1	13	0.041
nand4_1	3	0.012
nor2_1	9	0.021
o21a_1	3	0.014
o21ai_1	2	0.0063
o22ai_1	2	0.0079
xnor2_1	18	0.10
==> kinds of logic after synthesis <==
group	synth area share
AND/OR/NAND/NOR	0.178
AND-OR/OR-AND	0.151
flip-flops	0.317
XOR/XNOR	0.105
buffers and inverters	0.0650
multiplexers	0.0872
adder cells (fa/ha/maj)	0.0951
other	0.00237
==> worst paths after layout <==
kind / start / end / slack (ns) / cells past startpoint
max: clkdiv[17] / a_to_g[0] / -0.26 / 11
min: clkdiv[9] / clkdiv[9] / 0.47 / 1
max reg2reg: clkdiv[2] / clkdiv[9] / 1.18 / 5
min reg2reg: clkdiv[9] / clkdiv[9] / 0.47 / 1
max in group asynchronous: rst / clkdiv[17] / 1.46 / 2
min in group asynchronous: rst / clkdiv[0] / 0.72 / 2
==> layer usage <==
| layer | up-vias | routed length, um | GRT usage |
|---|---|---|---|
| met4 | 0 | 34 | 0.000967 |
| met5 | - | 0 | 0 |
| li1 | 754 | - | - |
| met1 | 722 | 2370 | 0.114 |
| met2 | 35 | 2050 | 0.122 |
| met3 | 4 | 141 | 0.0121 |
==> layout make-up <==
type | instances | area [um2]
timing repair buffer | 99 | 887
fill | 699 | 4500
sequential | 20 | 503
multi-input combinational | 124 | 1190
inverter | 11 | 48.8
clock buffer | 3 | 41.3
tap | 99 | 124
==> per-stage QoR <==
stage	utilization	TNS, ns	worst slack [ns]	instance area, um2	hold slack (ns)
final	0.383	-1.50	-0.262	2790	0.466
after global routing	0.383	-2.19	-0.362	2790	0.488
after CTS	0.370	-1.31	-0.210	2700	0.469
after detailed placement	0.318	-3.86	-0.602	2320	0.458
after global placement	0.318	-3.87	-0.604	2320	0.452
after floorplan	-	0	0.0305	1580	0.437
==> report_power, final <==
group | total (mW) | internal [mW] | switching (mW)
clock network | 0.187 | 0.0990 | 0.0879
registers | 0.300 | 0.300 | 0
logic | 0.166 | 0.105 | 0.0611
total | 0.653 | 0.504 | 0.149
