`./constraint.sdc`:
```
current_design clk_divider

set clk_period 5.5
set clk_io_pct 0.2

create_clock -name clk0 -period $clk_period [get_ports {clk}]

set non_clock_inputs [all_inputs -no_clocks]
set_input_delay [expr $clk_period * $clk_io_pct] -clock clk0 $non_clock_inputs
set_output_delay [expr $clk_period * $clk_io_pct] -clock clk0 [all_outputs]
```
`./run.sh`:
```
#!/bin/bash
# OpenROAD 26Q1-2900-gdf79404cd8, Yosys 0.63+post, stock flow scripts
make -C /OpenROAD-flow-scripts/flow DESIGN_CONFIG=/design/flow/config.mk WORK_HOME=/design/flow/orfs finish
```
`./config.mk`:
```
export PLATFORM = sky130hd
export DESIGN_NAME = clk_divider
export DESIGN_NICKNAME = clk_divider
export VERILOG_FILES = /design/flow/design.v
export SDC_FILE = /design/flow/constraint.sdc
export NUM_CORES = 4
export LEC_CHECK = 1
export CORE_UTILIZATION = 40
```
`./design.v`:
```
`timescale 1ns / 1ps
module clk_divider(
                    input clk,
                    input rst,
                    input [4:0] SW, 
                    output reg clk_div
                    );
                    reg [31:0] count; 
                    always@(posedge clk or posedge rst)
                        begin 
                            if (rst)
                                count <= 0;
                            else 
                                count <= count + 1; 
                        end 
                            always@(posedge clk or posedge rst)
                                begin 
                                if (rst)
                                    clk_div <= 1'b0;
                                 else 
                                    begin 
                                  case (SW)
                                    0:  clk_div <= count[0]; 
                                    1:  clk_div <= count[1]; 
                                    2:  clk_div <= count[2]; 
                                    3:  clk_div <= count[3]; 
                                    4:  clk_div <= count[4]; 
                                    5:  clk_div <= count[5]; 
                                    6:  clk_div <= count[6]; 
                                    7:  clk_div <= count[7]; 
                                    8:  clk_div <= count[8]; 
                                    9:  clk_div <= count[9]; 
                                    10: clk_div <= count[10]; 
                                    11: clk_div <= count[11]; 
                                    12: clk_div <= count[12]; 
                                    13: clk_div <= count[13]; 
                                    14: clk_div <= count[14]; 
                                    15: clk_div <= count[15]; 
                                    16: clk_div <= count[16]; 
                                    17: clk_div <= count[17]; 
                                    18: clk_div <= count[18]; 
                                    19: clk_div <= count[19]; 
                                    20: clk_div <= count[20]; 
                                    21: clk_div <= count[21]; 
                                    22: clk_div <= count[22]; 
                                    23: clk_div <= count[23]; 
                                    24: clk_div <= count[24]; 
                                    25: clk_div <= count[25]; 
                                    26: clk_div <= count[26]; 
                                    27: clk_div <= count[27]; 
                                    28: clk_div <= count[28]; 
                                    29: clk_div <= count[29]; 
                                    30: clk_div <= count[30]; 
                                    31: clk_div <= count[31]; 
                                 default: clk_div <= 1'bZ; 
                                  endcase 
                                  end 
                                end 
endmodule
```
==> run notes <==
run results: Die Span Y 69.0 µm, die width 69.0 µm, CP top delay family buffers and inverters, Sw Pwr 0.000102 W, Mapped Avg Cell Area 10.1 µm², top cell type by total area after synthesis dfrtp_1, total die area 4760 µm², max frequency 357 MHz, Min-Delay Endpoint count[31]$_DFF_PP0_, worst r2r src count[0]$_DFF_PP0_, vias per cell 5.43, register area share after synthesis 0.460, yosys stat area 1790 µm², min-delay src count[31]$_DFF_PP0_, Yosys cell types 45, status finished, final reports clean, total CTS buffers 5, EDFF count, synth 0, Crit Reg-Reg Endpoint count[28]$_DFF_PP0_, CP bufs+invs 1, number of global-route vias before repair 1306, post-synthesis to final-layout area growth 12.9%, drt first pass iters 4, Finished Core Util 0.489, detailed-placement wirelength estimate 2.37 mm, pwr dens 248 nW/µm², RSZ-0062 raised after global routing false, WP data arrival 2.96 ns, Tot GR Track Use 0.172, final hold viol count 0, CP max stage cell clkdlybuf4s50_1, FF+latch count, synth 33, Worst Skew 0.00488 ns, cell-internal power 0.000400 W, Seq pwr share 0.485, final setup TNS 0 ns, most frequent cells in the layout 33 x dfrtp_1, 22 x xnor2_1, 18 x nand2_1, worst-margin pin slew 0.609 ns, gpl congestion 0.812, drt initial violations 52, clock share of power 0.467, maximum VDD drop 0.208 mV, # resized after CTS 0, max incr delay on CP 0.86 ns, clock buffer depth 2, CP required 5.66 ns, Top FF cell, synth dfrtp_1, # Post-CTS Setup Buffers 0, Synth area leaders dfrtp_1 46%, xnor2_1 11%, nand3_1 3.9%, final max-slew violation count 0, Clock Pin Slew Worst Setup and Hold Paths 0.07 ns, initial antenna violation count 0, maxcap violations 0, Routed WL 3.47 mm, clk latency late pin 0.29 ns, post-synthesis cell count 177, Final Cycle Share 0.510, fin crit period 2.80 ns, largest net degree at the start of global routing 34, Fillers 380, Mapped Area 1790 µm², critical-path cell list clkdlybuf4s50_1, mux2_2, a211oi_1, a21oi_1, nor3_1, o32ai_1, Comb pwr share 0.048, R2R Setup Slk 3.51 ns, total gr overflow 0, I/O pin total 8, Avg WL per Cell 14.6 µm, crit end category register, Root Driver clkbuf_8, share of cells above drive strength 1 0.107, Max-area cell share 0.460, vias after detailed routing 1287, hold depth 1, H-Tree Level Count 2, Commonest Layout Cell dfrtp_1, Slew HR 0.592, OpenROAD warning count 25, global-route wire length before repair 5.98 mm, Reg2Reg Depth 6, final setup violation count 0, sw frac 0.203, CP startpoint kind input pin, fp_density 0.433, Final ANT Viol Nets 0, # clock sinks 33, CP Max Fanout 19, ant diodes 0, Async SR Flop Fraction 1.00, critical setup path kind input pin to register, DRC violations left 0, CTS tree built, IO buf count 7, # rows 23, hold crit path type register to register, CTS hold repair buffers 0, Leak 0.845 nW, ys cells 177, Core Area 4140 µm², Syn. warnings 2
## layout make-up
type | instances | area [µm²] | share of cell area
multi-input cells | 133 | 925 | 0.456
flip-flops and latches | 33 | 826 | 0.408
clock buffers | 7 | 86.3 | 0.0426
repair buffers | 8 | 77.6 | 0.0383
well taps | 50 | 62.6 | 0.0309
clock inverters | 1 | 30.0 | 0.0148
inverters | 5 | 18.8 | 0.00926
## worst register-to-register path: cells and delay by family (launching register included)
kind	cells	cell delay [ns]
xor gates and xnor gates	1	0.16
adders and majority gates	1	0.22
and+or+nand+nor	4	1.13
DFF	1	0.40
## worst max-delay path by stage
stage,from,end,cells after the start
finish,SW[3],clk_div$_DFF_PP0_,6
global route,SW[3],clk_div$_DFF_PP0_,6
CTS,SW[3],clk_div$_DFF_PP0_,6
## metal layers
layer / wire length [µm] / global-route usage / vias to the layer above
met5: 0 / 0 / -
met4: 64 / 0.0306 / 0
met3: 113 / 0.0317 / 10
met2: 1480 / 0.260 / 18
met1: 1810 / 0.266 / 621
li1: - / - / 638
## power groups by stage
stage                 combinational, W  clock [W]  sequential [W]
after CTS                    0.0000243   0.000239        0.000243
final                        0.0000242   0.000235        0.000244
after global routing         0.0000274   0.000248        0.000243
## Yosys cell counts (2+ instances only)
cell,count
a21oi_1,4
a31oi_1,2
and3_1,4
and4_1,2
buf_2,2
clkbuf_1,3
dfrtp_1,33
inv_1,5
mux2_2,4
mux2i_1,3
nand2_1,18
nand2b_1,3
nand3_1,14
nand3b_1,3
nand4_1,5
nor2_1,12
nor4bb_1,2
o22ai_1,2
o32ai_1,2
xnor2_1,22
xor2_1,8
## state kept, by name, indices dropped and copies added, names as in the netlist
name	flops
clk_div	1
count	32
## cells by family (layout without fill, tap and decap cells)
logic type                 Yosys count  count (layout)  synth area share
and+or+nand+nor                     79              79             0.257
DFF                                 33              33             0.460
xor gates and xnor gates            30              30             0.146
AOI/OAI and AO/OA                   16              16            0.0628
buffers and inverters               11              21            0.0244
muxes                                7               7            0.0418
adders and majority gates            1               1           0.00697
## per-stage QoR
stage          hold slack, ns  power, W  cells  area [µm²]  setup slack [ns]
2_1_floorplan           0.445  0.000262    177        1790              3.24
3_3_place_gp            0.480  0.000272    229        1910              2.44
3_5_place_dp            0.465  0.000272    229        1910              2.40
4_1_cts                 0.481  0.000507    237        2030              2.72
5_1_grt                 0.510  0.000519    237        2030              2.50
6_report                0.477  0.000502    237        2030              2.70
Power figures rest on the tool's default switching activity, not on a simulated workload.
