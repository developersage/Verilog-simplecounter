==> ./design.v <==
`timescale 1ns / 1ps
module demux(
        input clk,
        input [2:0] bitSW,
        input [3:0] digitSW,
        output reg [31:0] numStorage
    );
    always@ (posedge clk)
    begin
            case(bitSW)
                0: numStorage[3 : 0] = digitSW[3:0];
                1: numStorage[7 : 4] = digitSW[3:0];
                2: numStorage[11: 8] = digitSW[3:0];
                3: numStorage[15:12] = digitSW[3:0];
                4: numStorage[19:16] = digitSW[3:0];
                5: numStorage[23:20] = digitSW[3:0];
                6: numStorage[27:24] = digitSW[3:0];
                7: numStorage[31:28] = digitSW[3:0];
            default:;
            endcase
    end
endmodule
==> ./run.sh <==
#!/bin/bash
# OpenROAD 26Q1-2900-gdf79404cd8, Yosys 0.63+post, stock flow scripts
make -C /OpenROAD-flow-scripts/flow DESIGN_CONFIG=/design/flow/config.mk WORK_HOME=/design/flow/orfs finish
==> ./config.mk <==
export PLATFORM = sky130hd
export DESIGN_NAME = demux
export DESIGN_NICKNAME = demux
export VERILOG_FILES = /design/flow/design.v
export SDC_FILE = /design/flow/constraint.sdc
export NUM_CORES = 4
export LEC_CHECK = 1
export CORE_AREA = 10 10 105 105
export DIE_AREA = 0 0 115 115
==> ./constraint.sdc <==
current_design demux

set clk_period 1.0
set clk_io_pct 0.2

create_clock -name clk0 -period $clk_period [get_ports {clk}]

set non_clock_inputs [all_inputs -no_clocks]
set_input_delay [expr $clk_period * $clk_io_pct] -clock clk0 $non_clock_inputs
set_output_delay [expr $clk_period * $clk_io_pct] -clock clk0 [all_outputs]
==> run summary <==
run results: yosys warns 1, vias 580, largest net degree at the start of global routing 10, die width 115 um, Slowest-stage cell, CP edfxtp_1, Leak 0.5630 nW, CTS tree done, slowest stage delay, CP 0.41 ns, Mean Syn Cell Area 25.65 um^2, Worst-path clk slew 0.06 ns, Mux area share 0, Max Slew Vio Count 0, Cell area leaders edfxtp_1 (94%), and3b_2 (2.9%), nor3b_1 (2.2%), pre-CTS setup slack -0.5309 ns, ANT cells 0, Reg area 960.9 um^2, tool warnings 27, Sw Ratio 0.1971, cell type with the largest total area edfxtp_1, synthesis-to-layout area growth 49.39%, Mapped Area 1026 um^2, Initial DRC Count 17, Logic family by area simple AND/OR/NAND/NOR gates, Netlist cell types 5, Worst Setup End Kind output pin, WL met1 1231 um, Max VDD drop 393.5 uV, slew margin rel. 0.8332, CTS root buf clkbuf_8, placed insts 195, post-route cell area 1533 um^2, Worst EP required 0.80 ns, Tot GR Track Use 0.03946, outcome finished with violations, RD Place Congestion 0.6897, Ports 40, Layout Cells excl Fill 203, most instantiated logic cells after routing edfxtp_1 (32), buf_2 (32), buf_4 (8), # fillers 967, global-route wire length before repair 3822 um, Via-to-Cell Ratio 2.857, Basic Gates by Area 0.06341, Area after DPL 1612 um^2, Seq pwr share 0.594, CP Data Arrival Time 0.81 ns, Comb power frac 0.059, H-tree depth 2, max FFs per register 32, xor/xnor share of the synthesized area 0, number of global-route vias before repair 668, proportion of layout cells with a drive suffix above 1 0.5263, setup violators final 1, Post-Synth Adder-Cell Area 0, initial antenna violation count 0, die area 13230 um^2, Site Rows 34, Crit Path Class reg2out, minimum clock period 1.014 ns, clock power share 0.348, clk buf depth 2, Hold Crit Depth 3, yosys stat cell total 40, HP Class in2reg, Post-DRT Antenna Nets 0, met3 routed WL 461 um, area figure in the yosys stat output 1026 um^2, Port Buffer Count 39, core area 8763 um^2, CP startpoint kind flip-flop, clock tree sinks 32, Post-Route WL 2767 um, Synth Seq Share 0.9366, cell-internal power 0.002114 W, top area contributor share 0.9366, pwr/cell area 1718 nW/um^2, DR DRC count 0, Gate Count Post-Synth 40, TritonCTS buffer count 5, FMAX 986.5 MHz, RSZ-0062 raised after global routing true, critical-path cell list buf_2, Levels on crit path 1, Avg WL per Cell 13.63 um, GRT overflow 0, logic area 70.07 um^2, Psw 0.0005191 W, final worst slack -0.01364 ns, met2 routed WL 1054 um, die span in y 115 um, fin util 0.1749, Final Hold Fails 0, worst slew pin tran 0.2502 ns, Bufs and invs on worst path 1, Tcrit/Tclk final 1.014, aoi share 0, top layer in use met4, CP top delay family flip-flops, violated checks setup timing, maximum fanout along the worst path 1, Flops after synth 32, drt first pass iters 3, Max Cap Viol 0, Initial Util 0.1171
-- worst paths after layout --
kind | start | endpoint
worst min-delay path | bitSW[0] | numStorage[9]
worst max-delay path | numStorage[18] | numStorage[18]
-- stage by stage --
step	total power [W]	setup TNS, ns	hold WS [ns]
after global routing	0.002739	-0.2793	0.6553
after floorplan	0.001598	0	0.2989
final	0.002633	-0.01364	0.6414
after CTS	0.002675	-0.04760	0.6333
after global placement	0.001814	-15.14	0.9477
after detailed placement	0.001813	-15.00	0.9500
-- cell families after synthesis --
logic type       after synthesis
AND/OR/NAND/NOR                8
flip-flops                    32
-- layer usage --
layer,up-vias,track usage
met2,49,0.04992
met3,3,0.03956
li1,268,-
met4,0,0.004125
met5,-,0
met1,260,0.04814
-- layout make-up --
cell class | count | area share
tap | 108 | 0.08816
multi-input combinational | 8 | 0.04571
clock buffer | 7 | 0.04980
timing repair buffer | 47 | 0.1869
clock inverter | 1 | 0.002449
sequential | 32 | 0.6269
-- synthesized netlist by cell type --
cell type and instances:
nor3b_1 3, edfxtp_1 32, nor3_1 1, and3b_2 3
and3_2 1
-- power groups by stage --
| stage | sequential, W | combinational (W) | clock (W) |
|---|---|---|---|
| 5_1_grt | 0.00157 | 0.000174 | 0.000994 |
| 4_1_cts | 0.00156 | 0.000163 | 0.000947 |
| 6_report | 0.00156 | 0.000154 | 0.000915 |
-- repair_timing --
item / in CTS / in global routing
endpoints found under the setup margin: 64 / 20
gates cloned: 0 / 0
setup buffers: 0 / 0
gates resized: 102 / 0
pin swaps: 0 / 0
hold buffers: 0 / 0
Power and IR drop assume default switching activity.
